`design/flow/config.mk`:
```
export PLATFORM = sky130hd
export DESIGN_NAME = synchronous_fifo
export DESIGN_NICKNAME = synchronous_fifo
export VERILOG_FILES = /design/flow/design.v
export SDC_FILE = /design/flow/constraint.sdc
export NUM_CORES = 4
export LEC_CHECK = 1
export CORE_UTILIZATION = 40
```
`design/flow/constraint.sdc`:
```
current_design synchronous_fifo

set clk_period 2.8
set clk_io_pct 0.2

create_clock -name clk0 -period $clk_period [get_ports {clk}]

set non_clock_inputs [all_inputs -no_clocks]
set_input_delay [expr $clk_period * $clk_io_pct] -clock clk0 $non_clock_inputs
set_output_delay [expr $clk_period * $clk_io_pct] -clock clk0 [all_outputs]
```
`design/flow/design.v`:
```
module synchronous_fifo (
  input clk, rst_n,
  input w_en, r_en,
  input [3:0] data_in,
  output [3:0] data_out,
  output full, empty
);
  parameter DEPTH = 8;
  parameter DATA_WIDTH = 3;
  parameter PTR_WIDTH = $clog2(DEPTH);
  reg [PTR_WIDTH:0] w_ptr, r_ptr;  
  reg [DATA_WIDTH-1:0] fifo[DEPTH-1:0];
  wire wrap_around;
  always@(posedge clk or negedge rst_n) begin
    if(!rst_n) begin
      fifo[0] <= 3'd0;
      fifo[1] <= 3'd0;
      fifo[2] <= 3'd0;
      fifo[3] <= 3'd0;
      fifo[4] <= 3'd0;
      fifo[5] <= 3'd0;
      fifo[6] <= 3'd0;
      fifo[7] <= 3'd0;
      w_ptr <= 0;
    end
    else if(w_en & !full)begin
      fifo[w_ptr[PTR_WIDTH-1:0]] <= data_in;
      w_ptr <= w_ptr + 1;
    end
  end
  always@(posedge clk or negedge rst_n) begin
    if(!rst_n) begin
      r_ptr <= 0;
      end
    else if(r_en & (!empty)) begin
      r_ptr <= r_ptr + 1;
    end
  end
  assign wrap_around = w_ptr[PTR_WIDTH] ^ r_ptr[PTR_WIDTH];    
  assign full = wrap_around & (w_ptr[PTR_WIDTH-1:0] == r_ptr[PTR_WIDTH-1:0]);
  assign empty = (w_ptr == r_ptr);
  assign data_out = fifo[r_ptr[PTR_WIDTH-1:0]];
endmodule
```
`design/flow/run.sh`:
```
#!/bin/bash
# OpenROAD 26Q1-2900-gdf79404cd8, Yosys 0.63+post, stock flow scripts
make -C /OpenROAD-flow-scripts/flow DESIGN_CONFIG=/design/flow/config.mk WORK_HOME=/design/flow/orfs finish
```
==> results.sh <==
# flow metrics
export IMPL_status="finished, final reports clean"
export IMPL_seq_area_frac_synth_pct=45.0
export IMPL_grt_ovfl_total=0
export IMPL_aoi_share_pct=5.69
export IMPL_logic_area_um2=1020
export IMPL_met3_length_um=105
export IMPL_numSynthFlops=32
export IMPL_crit_arrival_ns=2.11
export IMPL_die_h_um=68.7
export IMPL_die_x_um=68.7
export IMPL_yosysChipArea_um2=1780
export IMPL_critical_path_top_delay_family="AND-OR/OR-AND gates"
export IMPL_crit_fanout=4
export IMPL_ioPinCount=14
export IMPL_syn_area_um2=1780
export IMPL_dieArea_um2=4720
export IMPL_syn_avg_cell_area_um2=12.7
export IMPL_ys_types=27
export IMPL_gp_congestion=0.768
export IMPL_warning_count=35
export IMPL_antenna_found_initial=0
export IMPL_top_area_cell="dfrtp_1"
export IMPL_num_vias=1132
export IMPL_drt_iter0_drc=76
export IMPL_worstSetupPathType="reg2out"
export IMPL_path_clk_slew_ns=0.07
export IMPL_postCtsHoldBufs=0
export IMPL_period_needed_ns=2.67
export IMPL_worst_setup_path_start_kind="register"
export IMPL_postSynth_asyncResetShare_pct=100
export IMPL_fin_cells=210
export IMPL_ys_top_cells_by_count="32 x dfrtp_1, 16 x mux2_2, 15 x mux2_4, 12 x ha_1, 9 x nand2_1"
export IMPL_synth_edff_count=0
export IMPL_ys_sh_simple_pct=10.9
export IMPL_grtUsageTotal_pct=16.4
export IMPL_firstDrtPassIters=4
export IMPL_cts_buffer_depth=2
export IMPL_grt_setup_unrepaired="no"
export IMPL_initCoreUtil_pct=43.0
export IMPL_fp_row_count=23
export IMPL_drive_gt1_share_pct=42.5
export IMPL_cts_tree="done"
export IMPL_grt_pass1_vias=1143
export IMPL_synthTopLogicFamily="multiplexers"
export IMPL_path_buffers=1
export IMPL_yosysWarnings=2
export IMPL_grt_max_degree=33
export IMPL_cap_viol_max_count=0
export IMPL_setup_violations=0
export IMPL_ir_drop_v=0.000566
export IMPL_top_area_share_pct=45.0
export IMPL_wl_met1_mm=1.63
export IMPL_drc=0
export IMPL_met2WireLength_mm=1.53
export IMPL_synth_top_cell_by_count="dfrtp_1"
export IMPL_rrSetupSlack_ns=0.91
export IMPL_n_fill_cell=343
export IMPL_drv_slew=0
export IMPL_synthFlopType="dfrtp_1"
export IMPL_drt_wl_total_mm=3.31
export IMPL_syn_to_final_growth_pct=21.6
export IMPL_hold_violations=0
export IMPL_leakage_nw=0.940
export IMPL_cp_end_kind="output pin"
export IMPL_mux_share_pct=23.9
export IMPL_synth_xor_area_share_pct=3.37
export IMPL_clk_latency_ns=0.28
export IMPL_crit_slowest_cell="dfrtp_2"
export IMPL_crit_path_max_incr_delay_ns=0.43
export IMPL_fmax_ghz=0.374
export IMPL_htreeDepth=2
export IMPL_dpl_cell_count=200
export IMPL_skew_ns=0.00522
export IMPL_wl_per_cell_um=15.7
export IMPL_numCtsBuffers=5
export IMPL_diodes=0
export IMPL_syn_inst=140
export IMPL_worstPathRequired_ns=2.24
export IMPL_highest_signal_layer="met4"
export IMPL_ant_nets=0
export IMPL_hpwlAfterDp_mm=2.33
export IMPL_cellPowerDensity_nw_per_um2=1260
export IMPL_clockRootBuffer="clkbuf_8"
export IMPL_grt_pass1_wl_mm=5.50
export IMPL_power_mw=2.73
export IMPL_min_path_type="reg2reg"
export IMPL_path_cells="ha_2, ha_4, a22oi_1, nand2_1, a221oi_2, a21oi_2, clkdlybuf4s50_1"
export IMPL_cts_sinks=32
export IMPL_placedInstanceArea_um2=1950
export IMPL_fin_crit_sh_pct=95.5
export IMPL_topCellsByArea="dfrtp_1 45%, mux2_4 13%, mux2_2 10%"
export IMPL_adder_share_pct=8.43
export IMPL_yosysCellCount=140
export IMPL_viasPerCell=5.39
export IMPL_core_um2=4140
export IMPL_portBuffers=11
export IMPL_stdcell_area_um2=2160
export IMPL_seq_area_um2=805
[area by class of cell]
class                      count  area share (%)
tap                           50            2.89
clock buffer                   5            3.18
multi-input combinational     97            46.9
clock inverter                 3            1.97
inverter                       8            1.39
sequential                    32            37.2
timing repair buffer          15            6.47
[cell usage in the layout, fill, tap and decap left out, drive strengths merged, types with 5 or more instances in the layout]
master / synthesis / layout
clkbuf: 1 / 5
clkdlybuf4s50: 0 / 11
dfrtp: 32 / 32
ha: 12 / 12
inv: 8 / 8
mux2: 31 / 31
nand2: 9 / 9
nand4: 6 / 6
nor2: 6 / 6
xnor2: 5 / 5
[state kept, by name (all words and copies together), names as in the netlist]
| signal | flops |
|---|---|
| r_ptr | 4 |
| w_ptr | 4 |
| fifo | 24 |
[worst register-to-register path: cells and delay by family (launching register included)]
family          cells  cell delay, ns
mux                 1            0.36
simple gates        1            0.25
xor+xnor            1            0.30
buf+inv             1            0.16
flops               1            0.43
compound gates      1            0.28
[timing repair]
item / 4_1_cts / 5_1_grt
pin swaps: 3 / 3
setup buffers: 2 / 0
endpoints found under the setup margin: 3 / 3
gates resized: 7 / 13
[layer usage]
layer  track usage, %  up-vias
met5                0        -
met4             2.04        0
met3             3.33        4
met2             25.2       16
met1             25.3      572
li1                 -      540
[report_power, final]
group	internal (mW)	total, mW	switching (mW)	leakage, nW
logic	0.809	1.39	0.586	0.506
clock network	0.263	0.432	0.169	0.0541
registers	0.706	0.906	0.200	0.380
total	1.78	2.73	0.955	0.940
[final timing paths]
path	end	startpoint	cells after the start
max in group asynchronous	r_ptr[1]	rst_n	2
worst max register to register	r_ptr[1]	r_ptr[0]	5
worst min register to register	fifo[1][0]	fifo[1][0]	1
worst min-delay path	fifo[1][0]	fifo[1][0]	1
min in group asynchronous	fifo[5][2]	rst_n	2
worst max-delay path	data_out[1]	r_ptr[0]	7
[metrics by stage]
step                TNS, ns  hold slack (ns)  worst slack [ns]  utilization (%)
finish                    0            0.504             0.127             52.2
global route              0            0.522           0.00657             52.2
CTS                 -0.0389            0.510           -0.0222             50.7
detailed placement        0            0.495             0.225             47.1
global placement          0            0.485             0.242             47.1
floorplan                 0            0.264             0.725                -
[cells by family after synthesis]
group,after synthesis
AOI/OAI and AO/OA,14
xor gates and xnor gates,6
adders and majority gates,12
buffers and inverters,11
DFF,32
muxes,33
other,1
and+or+nand+nor,31
Power figures rest on the tool's default switching activity, not on a simulated workload.
