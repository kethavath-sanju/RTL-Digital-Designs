==> flow/design.v <==
module BCD_Binary(binary,seg);
input [3:0] binary;
output reg [6:0] seg;
always@(*)
begin
	case(binary)
		4'b0000: seg = 7'b0000001; 
        4'b0001: seg = 7'b1001111; 
        4'b0010: seg = 7'b0010010; 
        4'b0011: seg = 7'b0000110; 
        4'b0100: seg = 7'b1001100; 
        4'b0101: seg = 7'b0100100; 
        4'b0110: seg = 7'b0100000; 
        4'b0111: seg = 7'b0001111; 
        4'b1000: seg = 7'b0000000; 
        4'b1001: seg = 7'b0000100;
        default: seg = 7'b1111111;
	endcase
end
endmodule 
==> flow/run.sh <==
#!/bin/bash
# OpenROAD 26Q1-2900-gdf79404cd8, Yosys 0.63+post, stock flow scripts
make -C /OpenROAD-flow-scripts/flow DESIGN_CONFIG=/design/flow/config.mk WORK_HOME=/design/flow/orfs finish
==> flow/config.mk <==
export PLATFORM = sky130hd
export DESIGN_NAME = BCD_Binary
export DESIGN_NICKNAME = BCD_Binary
export VERILOG_FILES = /design/flow/design.v
export SDC_FILE = /design/flow/constraint.sdc
export NUM_CORES = 4
export LEC_CHECK = 1
export CORE_AREA = 10 10 70 70
export DIE_AREA = 0 0 80 80
==> flow/constraint.sdc <==
current_design BCD_Binary

set clk_period 1.4
set clk_io_pct 0.2

create_clock -name clk0 -period $clk_period

set non_clock_inputs [all_inputs -no_clocks]
set_input_delay [expr $clk_period * $clk_io_pct] -clock clk0 $non_clock_inputs
set_output_delay [expr $clk_period * $clk_io_pct] -clock clk0 [all_outputs]
==> impl_metrics.tcl <==
# metrics dict for downstream scripts
set metrics [dict create \
    wl_per_cell_um 7.79 \
    fin_crit_sh_pct 106 \
    grt_pass1_wl_mm 1.19 \
    netlist_instances 33 \
    crit_path_end "seg[3]" \
    grt_pass1_vias 247 \
    power_uw 114 \
    fin_tns_setup_ns -0.0895 \
    track_usage_pct 2.19 \
    core_region_area_um2 3420 \
    vias 266 \
    critPathLaunchType "input port" \
    first_iter_violations 0 \
    fill_cells 398 \
    met1_usage_pct 2.97 \
    clock_buffers 0 \
    rows 21 \
    viasPerCell 2.77 \
    gp_congestion 0.720 \
    ioPinCount 11 \
    dr.pass1.iters 1 \
    p_seq_share_pct 0 \
    die_w_um 80 \
    dpl.hpwl_um 573 \
    netlist_area_um2 210 \
    syn2layout_area_growth_pct 122 \
    yosys_area_um2 210 \
    drc_errors 0 \
    grt_antenna_before_repair 0 \
    violations "negative setup slack" \
    drv_slew 0 \
    grt_max_degree 11 \
    cellPowerDensity_nw_per_um2 245 \
    hold_class "in -> out" \
    synth.yosys.warnings 1 \
    overflow 0 \
    seq_area_um2 0 \
    ff_count 0 \
    die_area_um2 6400 \
    setup_violations 1 \
    end_kind "output pin" \
    warnings 38 \
    totalWireLength_um 748 \
    grt.busiest_layer "met2" \
    crit_start "binary[1]" \
    yosys_cells 33 \
    crit_path_cell_trace "buf_8 > inv_6 > ha_4 > or2_1 > a21oi_2 > buf_4 > a31oi_2 > buf_2" \
    hold_violations 0 \
    min_period_ns 1.49 \
    timing.fmax_mhz 671 \
    p_sw_uw 49.0 \
    p_sw_share_pct 42.8 \
    worst_pin_slew_ns 0.238 \
    critPathKind "in -> out" \
    ys_types 13 \
    grt_use_met3_pct 0.341 \
    maxCapViolCount 0 \
    syn_avg_cell_area_um2 6.37 \
    portBuffers 11 \
    power_leakage_nw 0.196 \
    finalWorstSetupSlack_ns -0.0895 \
    rsz0062_at_grt "yes" \
    fp_util_pct 6.15 \
    combPwrFrac_pct 100.0 \
    irDropWorstVdd_v 0.0000357 \
    use_met2_pct 3.77 \
    worstPathMaxFanout 3 \
    crit_arrival_ns 1.21 \
    crit_slowest_cell "or2_1" \
    critPathMaxStageDelay_ns 0.21 \
    worstPathRequired_ns 1.12 \
    relSlewSlack_pct 84.1 \
    die_h_um 80 \
    status "finished with violations" \
    power.internal_uw 65.4 \
    num_antenna_cells 0 \
    drive_gt1_share_pct 54.0 \
    clockPowerShare_pct 0 \
    drtAntennaViolNets 0 \
    ys_seq_share_pct 0 \
]
==> worst max-delay path: cells and delay by family <==
kind,cells,cell delay [ns]
AOI/OAI and AO/OA,2,0.20
adders and majority gates,1,0.13
buffers and inverters,4,0.38
and+or+nand+nor,1,0.21
==> how the worst min path moves through the flow <==
stage     startpoint  endpoint  slack [ns]  cells after the start
4_1_cts    binary[0]    seg[2]        0.99                      4
5_1_grt    binary[0]    seg[2]        1.03                      4
6_report   binary[0]    seg[2]        0.97                      4
==> timing repair <==
item,CTS,global route
gates resized,48,9
gates cloned,0,0
hold buffers,0,0
setup endpoints to repair,7,6
pin swaps,8,3
buffers inserted,2,1
==> power groups by stage <==
stage | Sequential (mW) | Combinational (mW) | Clock, mW
CTS | 0 | 0.0988 | 0
global route | 0 | 0.131 | 0
finish | 0 | 0.114 | 0
==> through the flow <==
| step | cells | worst slack [ns] | hold WS [ns] | utilization [%] | area [um2] |
|---|---|---|---|---|---|
| global route | 96 | -0.163 | 1.03 | 13.7 | 467 |
| detailed placement | 93 | -0.869 | 1.72 | 11.7 | 399 |
| finish | 96 | -0.0895 | 0.971 | 13.7 | 467 |
| CTS | 95 | -0.0879 | 0.989 | 12.1 | 414 |
| floorplan | 33 | 0.238 | 0.648 | - | 210 |
| global placement | 93 | -0.885 | 1.74 | 11.7 | 399 |
==> layer usage <==
| metal | vias up | share of wire [%] |
|---|---|---|
| li1 | 142 | - |
| met1 | 118 | 49 |
| met2 | 6 | 45 |
| met3 | 0 | 5.3 |
| met4 | 0 | 0 |
| met5 | - | 0 |
==> placed cells by master (no fill, tap or decap) <==
cell type	Yosys	routed
a21oi_1	2	2
a21oi_2	1	1
a31oi_2	0	1
buf_2	1	7
buf_4	0	6
buf_6	1	3
buf_8	0	1
clkdlybuf4s15_2	0	1
dlygate4sd2_1	0	1
ha_1	5	2
ha_4	0	3
inv_1	3	1
inv_4	0	1
inv_6	0	1
nand2_1	2	2
nand2b_1	4	2
nand2b_4	0	2
nor2_1	5	5
o21ai_0	6	2
o21ai_1	0	4
or2_1	1	1
or2b_1	1	1
==> synthesized netlist by cell type <==
master | n | area share, %
a21oi_1 | 2 | 4.8
a21oi_2 | 1 | 4.2
a31oi_1 | 1 | 3.0
buf_2 | 1 | 2.4
buf_6 | 1 | 5.4
ha_1 | 5 | 30
inv_1 | 3 | 5.4
nand2_1 | 2 | 3.6
nand2b_1 | 4 | 12
nor2_1 | 5 | 8.9
o21ai_0 | 6 | 14
or2_1 | 1 | 3.0
or2b_1 | 1 | 3.6
==> cell families (layout without fill, tap and decap cells) <==
| logic type | count (synthesis) | after routing | synth area share, % |
|---|---|---|---|
| simple gates | 13 | 13 | 31.0 |
| compound gates | 10 | 10 | 26.2 |
| fa+ha+maj | 5 | 5 | 29.8 |
| buf+inv | 5 | 22 | 13.1 |
==> area by class of cell <==
type	instances	area, um2	area share (%)
tap	46	57.6	12.3
multi-input combinational	28	241	51.7
timing repair buffer	19	149	31.9
inverter	3	18.8	4.02
Power figures rest on the tool's default switching activity, not on a simulated workload.
